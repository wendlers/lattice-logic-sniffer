[config.mk]
export PLATFORM = sky130hd
export DESIGN_NAME = clkdiv
export DESIGN_NICKNAME = clkdiv
export VERILOG_FILES = /design/flow/design.v
export SDC_FILE = /design/flow/constraint.sdc
export NUM_CORES = 4
export LEC_CHECK = 1
export CORE_AREA = 10 10 110 110
export DIE_AREA = 0 0 120 120
[constraint.sdc]
current_design clkdiv

set clk_period 3.3
set clk_io_pct 0.2

create_clock -name clk0 -period $clk_period [get_ports {clk_i}]

set non_clock_inputs [all_inputs -no_clocks]
set_input_delay [expr $clk_period * $clk_io_pct] -clock clk0 $non_clock_inputs
set_output_delay [expr $clk_period * $clk_io_pct] -clock clk0 [all_outputs]
[design.v]
module clkdiv(
	input rst,
	input clk_i,
	input [15:0] div,
	output clk_o
	);
	reg r_clk_o = 1'b0;
	reg [15:0] count = 16'h0;
	always @(posedge clk_i) begin
		if(rst) begin
			r_clk_o = 1'b0;
			count = 16'h0;			
		end
		else begin
			count = count + 1;
			if(count == div) begin
				count = 16'h0;
				r_clk_o = ~r_clk_o;
			end
		end
	end
	assign clk_o = r_clk_o;
endmodule
[run.sh]
#!/bin/bash
# OpenROAD 26Q1-2900-gdf79404cd8, Yosys 0.63+post, stock flow scripts
make -C /OpenROAD-flow-scripts/flow DESIGN_CONFIG=/design/flow/config.mk WORK_HOME=/design/flow/orfs finish
==> out/qor.yml <==
status:
  status: "finished clean"
sta:
  min_period_ns: 2.59
  slew_headroom_pct: 70.6
  setup_viol: 0
  fin_skew_ns: 0.00403
  rsz0062_at_grt: "false"
  max_freq_mhz: 386
  hold_slack_ns: 0.497
  hold_viol: 0
  drv_slew: 0
  finalSetupTns_ns: 0
  worstMarginPinSlew_ns: 0.436
  finalClockPeriodUsage_pct: 78.6
pwr:
  p_clk_share_pct: 35.9
  pwr-share-comb_pct: 15.7
  worst_ir_drop_vdd_mv: 0.107
  p_leak_nw: 0.533
  p_per_area_mw_per_mm2: 281
  p_sw_mw: 0.106
  sequentialPowerShare_pct: 48.4
  swShare_pct: 23.9
  internal_power_mw: 0.336
floorplanning:
  rows: 36
  die_w_um: 120
  fp_util_pct: 12.3
  dieArea_mm2: 0.0144
  die_h_um: 120
  coreArea_mm2: 0.00977
  io_pins: 19
grt:
  gr-total-overflow: 0
  grt_pass1_wl_um: 4820
  grt_pass1_vias: 948
  antenna_found_initial: 0
  grt_max_degree: 15
  grt_usage_pct: 4.11
cts:
  cts_made_buffers: 3
  path_clk_slew_ns: 0.07
  ctsResizeCount: 0
  htreeDepth: 1
  postCtsSetupRepairBufs: 0
  ctsHoldBuffers: 0
  clock_latency_ns: 0.25
  cts_root_buf: "clkbuf_8"
  cts_tree: "done"
  clock-sinks: 17
  clk_path_buf_depth: 2
drt:
  insertedDiodeCount: 0
  first_iter_violations: 30
  wl_per_cell_um: 10.7
  routed_wl_um: 3000
  vias: 964
  drcViolationCount: 0
  drt-pass1-iter-count: 4
  vias_per_cell: 3.44
  drtAntennaViolNets: 0
logic_synthesis:
  yosys-stat-area_mm2: 0.00120
  topCombFamilyByArea: "XOR/XNOR gates"
  ys_sh_adder_pct: 1.04
  syn_area_mm2: 0.00120
  synth.cellmix.simpleShare_pct: 28.6
  compound_area_share_pct: 8.78
  async_flop_share_pct: 0
  ys.flop_type: "dfxtp_1"
  muxShareOfSynthArea_pct: 0.836
  synth_cells: 129
  ys_seq_elements: 17
  ys_seq_share_pct: 28.4
  edf_count: 0
  top_area_share_pct: 28.4
  synthTopCellsByArea: "dfxtp_1, xnor2_1, xor2_1, nor2_1, xnor3_1"
  synth_area_per_cell_um2: 9.28
  netlist-cell-type-count: 41
  top_area_cell: "dfxtp_1"
  ys_cells: 129
  yosys_warnings: 1
  ys_sh_xor_pct: 29.2
worst_setup_path:
  end_kind: "flip-flop"
  crit_fanout: 7
  crit_chain: "ha_1 > inv_1 > or4_1 > xor3_1 > and3_1 > nand4_2 > or3_1 > a21oi_1"
  cpPeakStageDelay_ns: 0.57
  arrival_ns: 2.78
  criticalPathCategory: "flip-flop to flip-flop"
  cp_top_family: "simple AND/OR/NAND/NOR gates"
  slowest_stage: "or4_1"
  cp_num_buf_inv: 1
  cp-start-kind: "flip-flop"
  crit_required_ns: 3.48
finish:
  drive_above_1_share_pct: 10.2
  area_growth_pct: 31.1
  final_layout_top_logic_cells: "nor2_1, xnor2_1, clkdlybuf4s50_1"
job:
  warnings: 25
  drv_cap: 0
placement:
  portBuffers: 18
  dp_hpwl_um: 2380
  gp_congestion: 0.841
hold_path:
  hp-class: "flip-flop to flip-flop"
## power groups by stage
stage	logic (mW)	registers, mW	clock network (mW)
finish	0.0694	0.214	0.158
global route	0.0748	0.214	0.177
CTS	0.0700	0.213	0.167
## sequential cells by signal (all words and copies together), names as in the netlist
signal / cells
r_clk_o: 1
count: 16
## cell families after synthesis
family / count (synthesis)
flip-flops: 17
AND-OR/OR-AND: 12
multiplexers: 1
adder cells (fa/ha/maj): 1
buffers and inverters: 8
XOR/XNOR: 33
AND/OR/NAND/NOR: 57
## layout make-up
cell class                      count  area [um^2]
Clock buffer                        4         45.0
Fill cell                        1095         8200
Inverter                            3         11.3
Multi-Input combinational cell    104          820
Sequential cell                    17          340
Tap cell                          133          166
Timing Repair Buffer               19          188
## per-layer routing
metal | up-vias | share of wire, % | GRT usage (%)
li1 | 489 | - | -
met1 | 446 | 48 | 5.60
met2 | 25 | 44 | 6.19
met3 | 4 | 7.3 | 1.76
met4 | 0 | 0.57 | 0.302
met5 | - | 0 | 0
## Yosys cell counts, types with 2 or more instances
| library cell | instances |
|---|---|
| a21oi_1 | 2 |
| and3_1 | 4 |
| buf_2 | 3 |
| dfxtp_1 | 17 |
| inv_1 | 3 |
| nand2_1 | 7 |
| nand3_1 | 4 |
| nand4_1 | 5 |
| nor2_1 | 20 |
| nor3_1 | 3 |
| o21ai_0 | 2 |
| or4_1 | 2 |
| xnor2_1 | 20 |
| xnor3_1 | 2 |
| xor2_1 | 9 |
## worst min-delay path, stage by stage (launching register included)
cell and delay, ns:
dfxtp_1 0.32, o21ai_0 0.07, a21oi_1 0.06
## metrics by stage
stage	instances	total power [mW]	setup slack, ns	utilization, %	area [um^2]
final	280	0.441	0.707	16.1	1570
after detailed placement	276	0.287	0.602	15.6	1530
after global routing	280	0.466	0.533	16.1	1570
after global placement	276	0.288	0.616	15.6	1530
after floorplan	129	0.256	0.931	-	1200
after CTS	280	0.450	0.721	16.1	1570
## final timing paths
kind	from	endpoint	slack (ns)	depth (start not counted)
hold reg to reg	r_clk_o$_SDFFE_PP0N_	r_clk_o$_SDFFE_PP0N_	0.50	2
hold / removal	r_clk_o$_SDFFE_PP0N_	r_clk_o$_SDFFE_PP0N_	0.50	2
setup reg to reg	count[0]$_SDFF_PP0_	r_clk_o$_SDFFE_PP0N_	0.71	8
setup / recovery	count[0]$_SDFF_PP0_	r_clk_o$_SDFFE_PP0N_	0.71	8
Power is estimated from default activity; no workload was simulated.
